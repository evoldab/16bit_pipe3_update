===== config.mk =====
export PLATFORM = sky130hd
export DESIGN_NAME = ID
export DESIGN_NICKNAME = ID
export VERILOG_FILES = /design/flow/design.v
export SDC_FILE = /design/flow/constraint.sdc
export NUM_CORES = 4
export LEC_CHECK = 1
export CORE_AREA = 10 10 107 107
export DIE_AREA = 0 0 117 117

===== design.v =====
module ID (
	input wire clk,
	input wire rst,
	input reg [15:0] instr_IF,
	output reg [15:0] instr_ID,
	output reg [1:0] opcode,
	output reg [2:0] funct3,
	output reg [2:0] rd, rs1, rs2,
	output reg [7:0] imm
);
always @(posedge clk or posedge rst) begin
	if (rst) begin
		instr_ID <= 16'h0;
		opcode <= 2'b0;
		funct3 <= 3'b0;
		imm    <= 8'b0;
		rd     <= 3'b0;
		rs1    <= 3'b0;
		rs2    <= 3'b0;
	end else begin
		instr_ID = instr_IF;
		opcode = instr_ID[15:14];
		funct3 = instr_ID[13:11];
		case (opcode)
			2'b00: begin
				imm    <= instr_ID[10:3];
				rs1    <= instr_ID[2:0];
			end
			2'b01: begin
				rd     <= instr_ID[10:8];
				rs1    <= instr_ID[7:5];
				rs2    <= instr_ID[4:2];
			end
			2'b10: begin
				imm    <= instr_ID[10:3];
				rd     <= instr_ID[2:0];
			end
			2'b11: begin
				imm    <= instr_ID[10:3];
				rd     <= instr_ID[2:0];
				rs1    <= instr_ID[5:3];
			end
		endcase
        end
end
endmodule

===== constraint.sdc =====
current_design ID

set clk_period 1.3
set clk_io_pct 0.2

create_clock -name clk0 -period $clk_period [get_ports {clk}]

set non_clock_inputs [all_inputs -no_clocks]
set_input_delay [expr $clk_period * $clk_io_pct] -clock clk0 $non_clock_inputs
set_output_delay [expr $clk_period * $clk_io_pct] -clock clk0 [all_outputs]

===== run.sh =====
#!/bin/bash
# OpenROAD 26Q1-2900-gdf79404cd8, Yosys 0.63+post, stock flow scripts
make -C /OpenROAD-flow-scripts/flow DESIGN_CONFIG=/design/flow/config.mk WORK_HOME=/design/flow/orfs finish

==> impl_metrics.toml <==
# yosys + openroad results
[yosys]
syn_area_per_cell_um2 = 18.24
synth_cells = 66
synth-edff-count = 0
synthDistinctLibCells = 12
yosysWarnings = 1
async_flop_share_pct = 100.0
largest_area_cell = "dfrtp_1"
ys_cells = 66
synthTopCellsByArea = "dfrtp_1 69%, mux2_4 12%, mux4_1 4.4%"
ys_seq_share_pct = 68.61
synthTopCellsByCount = "33 x dfrtp_1, 10 x mux2_4, 6 x buf_4"
ff_type = "dfrtp_1"
top_cell = "dfrtp_1"
yosysTopAreaCellShare_pct = 68.61
synth_flops = 33
synth_area_um2 = 1204
yosys_area_um2 = 1204

[clock_network]
path_clk_slew_ps = 80
cts_tree = "built"
clockRootBuffer = "clkbuf_8"
clock_latency_ps = 280
cts.path.max_buffers = 2
numCtsBuffers = 5
htreeDepth = 2
clkSinkCount = 33

[final_timing]
period_used_pct = 93.73
fin_skew_ps = 0
maxSlewHeadroom_pct = 84.15
worst_pin_slew_ps = 237.7
max_freq_mhz = 820.7
finalCriticalPeriod_ps = 1218
fin_tns_setup_ps = 0
setup_violations = 0
hold_violations = 0
grt_setup_unrepaired = "false"
drv_slew = 0
finalWorstSetupSlack_ps = 81.57
hold_slack_ps = 309.2

[drt]
vias_per_cell = 3.212
antenna_left = 0
wl_per_cell_um = 14.64
wirelength_um = 3659
route.detailed.drc = 0
via_count = 803
n_antenna_cell = 0
first_pass_iters = 2
drt_iter0_drc = 19

[power]
switching_share_pct = 22.09
p_switching_uw = 546.4
intPower_mw = 1.927
leakagePower_nw = 0.9685
seqPwrFrac_pct = 46.1
p_comb_share_pct = 14.4
powerDensity_nw_per_um2 = 1205
power_mw = 2.473
clockPowerShare_pct = 39.4
ir_worst_vdd_mv = 0.5354

[worst_setup_path]
cp-start-kind = "input port"
required_ps = 1450
cp.arrival_ps = 1370
cpMaxStageDelayCell = "mux4_2"
crit_type = "in2reg"
crit_fanout = 4
worstSetupEndpointType = "register"
path_cells = "clkdlybuf4s50_1 > buf_4 > mux4_2"
critPathMaxStageDelay_ps = 510

[status]
status = "completed"

[layout]
fin_area_um2 = 2052
instances_no_fill = 250
fin_util_pct = 22.31
num-fill-cells = 982
synthToLayoutAreaGrowth_pct = 70.48
drive_gt1_share_pct = 28.06

[global_route]
grt_max_degree = 34
grt_pass1_vias = 890
antenna_found_initial = 0
grt_pass1_wl_um = 5333
track_usage_pct = 5.246
grt_overflow = 0

[place]
hpwl_um = 2877
pre_cts_slack_ps = -384.1
placedInstanceArea_um2 = 1936
portBuffers = 55
place_congestion = 0.6699
dp_cells = 237

[run]
maxCapViolations = 0
warnings = 25

[floorplanning]
fp.dieW_um = 117
io_pins = 56
die_h_um = 117
dieArea_um2 = 13690
coreArea_um2 = 9196
fp_util_pct = 13.09
num_rows = 35

[hold_path]
hold_path_class = "in2async"
metal layers:
| layer | vias to the layer above | share of wire, % | global-route usage (%) |
|---|---|---|---|
| met5 | - | 0 | 0 |
| li1 | 365 | - | - |
| met4 | 0 | 0 | 0.4942 |
| met1 | 405 | 44 | 6.915 |
| met3 | 0 | 11 | 2.528 |
| met2 | 33 | 45 | 7.987 |
area by class of cell:
| class | instances | area (um2) | area share [%] |
|---|---|---|---|
| Tap cell | 111 | 138.9 | 6.768 |
| Sequential cell | 33 | 825.8 | 40.24 |
| Timing Repair Buffer | 73 | 661.9 | 32.26 |
| Inverter | 1 | 3.754 | 0.1829 |
| Multi-Input combinational cell | 24 | 306.5 | 14.94 |
| Clock buffer | 5 | 68.82 | 3.354 |
| Clock inverter | 3 | 46.29 | 2.256 |
registers in the layout, summed over array words and instances (netlist names):
signal    cells
funct3        2
imm           8
instr_ID     13
opcode        1
rd            3
rs1           3
rs2           3
cell families after synthesis:
kind of cell | Yosys count | synth area share [%]
mux | 17 | 22.14
compound gates | 3 | 1.247
simple gates | 4 | 2.079
flops | 33 | 68.61
buf+inv | 9 | 5.924
worst max-delay path, delay by kind of cell:
kind / cells / cell delay [ps]
buffers and inverters: 2 / 600
multiplexers: 1 / 510
cells in the final DEF (no fill, tap or decap), drive strengths merged:
| cell type | count |
|---|---|
| inv | 1 |
| o21ai | 3 |
| mux2i | 3 |
| nand2 | 3 |
| dfrtp | 33 |
| clkinvlp | 1 |
| mux2 | 11 |
| clkbuf | 5 |
| mux4 | 3 |
| dlygate4sd2 | 39 |
| clkdlybuf4s50 | 16 |
| buf | 18 |
| nand2b | 1 |
| bufinv | 1 |
| clkinv | 1 |
repair_timing:
action,4_1_cts,5_1_grt
hold buffers,0,0
setup endpoints to repair,49,0
resized,39,0
buffers inserted,5,0
path summary, 6_finish.rpt:
kind,start,end,slack (ps),depth (start not counted)
hold reg to reg,rs2[1],rs2[1],520,1
hold / removal,rst,funct3[0],310,3
max in group asynchronous,rst,rd[2],800,3
setup / recovery,instr_IF[14],rs1[0],80,3
min in group clk0,instr_IF[12],funct3[1],410,1
setup reg to reg,rs1[1],rs1[1],290,1
power by group through the flow:
| stage | combinational, mW | clock (mW) | sequential [mW] |
|---|---|---|---|
| finish | 0.357 | 0.975 | 1.14 |
| CTS | 0.371 | 1.02 | 1.14 |
| global route | 0.393 | 1.05 | 1.15 |
No activity file was given, so power comes from the tool's default toggle rates.
